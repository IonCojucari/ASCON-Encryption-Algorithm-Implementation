==> flow/design.v <==
`timescale 1ns / 1ps
module counter_clock (
    input logic clock_i,
    input logic resetb_i,
    input logic enable_i,
    input logic init_a_i,
    input logic init_b_i,
    output logic [3:0] counter_o
);
    logic [3:0] count_s;
    always_ff @(posedge clock_i or negedge resetb_i) begin
        if (resetb_i == 1'b0) begin
            count_s <= 14;
        end
        else begin
            if (enable_i == 1'b1) begin
                if (init_a_i == 1'b1) begin
                    count_s <= 14;
                end
                else if (init_b_i == 1'b1) begin
                    count_s <= 4;
                end
                else begin
                    count_s <= count_s + 1;
                end
            end
        end
    end
    assign counter_o = count_s;
endmodule : counter_clock
==> flow/run.sh <==
#!/bin/bash
# OpenROAD 26Q1-2900-gdf79404cd8, Yosys 0.63+post, stock flow scripts
make -C /OpenROAD-flow-scripts/flow DESIGN_CONFIG=/design/flow/config.mk WORK_HOME=/design/flow/orfs finish
==> flow/config.mk <==
export PLATFORM = sky130hd
export DESIGN_NAME = counter_clock
export DESIGN_NICKNAME = counter_clock
export VERILOG_FILES = /design/flow/design.v
export SDC_FILE = /design/flow/constraint.sdc
export NUM_CORES = 4
export LEC_CHECK = 1
export CORE_AREA = 10 10 70 70
export DIE_AREA = 0 0 80 80
==> flow/constraint.sdc <==
current_design counter_clock

set clk_period 2.3
set clk_io_pct 0.2

create_clock -name clk0 -period $clk_period [get_ports {clock_i}]

set non_clock_inputs [all_inputs -no_clocks]
set_input_delay [expr $clk_period * $clk_io_pct] -clock clk0 $non_clock_inputs
set_output_delay [expr $clk_period * $clk_io_pct] -clock clk0 [all_outputs]
==> Slide: Implementation Results <==
Flow Results at a Glance

Run status
  – Status: complete, no violations

Synth
  – FFs w/ async S/R, synth: 1.00
  – Post-synth EDFFs: 0
  – Seq share, synth: 0.472
  – Mapped Area: around 220 sq um
  – Top non-seq family: AND-OR/OR-AND gates
  – YS warnings: 1
  – Chip Area, Yosys: 220 sq um
  – Synth mux share: 0.0682
  – Distinct cell type count after synthesis: 12
  – Complex Gates by Area: 0.159
  – And+or+nand+nor area frac: 0.159
  – Avg Inst Size Synth: between 10 and 15 sq um
  – Max-area cell share: 0.358
  – Cell type with the largest total area after synthesis: dfstp_2
  – Synth Area in Adders: 0.0568
  – Yosys Instances: 22
  – Top cells, area: dfstp_2 36%, dfrtp_1 11%, a21oi_1 6.8%
  – Synth flops: 4
  – XOR/XNOR share of the synthesized area: 0
  – Most frequent cells after synthesis: 3 x a21oi_1, 3 x dfstp_2, 3 x nand3_1, 3 x nor2_1
  – Post-Syn Instances: 22
  – Ys flop type: dfstp_2

Worst setup path
  – CP Max Fanout: 4
  – WS Path Type: register to output pin
  – Top delay family on crit path: flip-flops
  – Worst reg-to-reg setup slack: roughly 1.1 ns
  – CP Capture Type: output pin
  – Crit path arrival time: between 1 and 1.5 ns
  – Worst path max stage delay: 0.55 ns
  – Critical-path top delay cell: dfstp_2
  – CP cell instances: clkdlybuf4s50_1
  – Startpoint types: register
  – Buf/Inv on CP: 1
  – CP required: between 1.5 and 2 ns

Clocking
  – Root Driver: clkbuf_4
  – Hold buffers post-CTS: 0
  – CTS max path bufs: 2
  – CTS tree: yes
  – Clk sinks: 4
  – Clk slew on worst S/H paths: roughly 0.040 ns
  – H-tree depth: 1
  – CTS Buf Count: 3
  – Post_cts resized: 0
  – Post-CTS setup buffers: 0
  – Clk latency of the worst-skew pair: between 0.2 and 0.25 ns

Job
  – OpenROAD warning count: 25
  – Reported max-cap violation count: 0

Final layout
  – Largest register FFs: 4
  – Layout cell share with drive strength beyond 1: 0.212
  – Largest regs: count_s x4
  – Area growth, synth to finish: 69.3%
  – Filler cell count: about 400
  – Most flops, register: count_s
  – Post-layout util: 0.109

Placed design
  – IO buf count: 8
  – Post-Place Setup Slack: 0.534 ns
  – GP Congestion: about 0.81
  – Post-detail-place hpwl: ~430 microns

Floorplanning
  – IO Pins: 9
  – Die Wd: 80 microns
  – FP Util: 0.0645
  – Die area: approximately 0.0064 sq mm
  – Core ar.: about 0.0034 sq mm
  – Die height: 80 microns
  – Num rows: 21

Detailed routing
  – Vias per cell: roughly 2.3
  – Drt pass-1 iters: 2
  – WL final: between 500 and 600 microns
  – Initial drt markers: 7
  – Via count: about 190
  – WL/cell: around 6.6 microns
  – DRT antenna net count: 0
  – Number of inserted diodes: 0
  – # DRC: 0

Global route
  – GRT overflow: 0
  – Largest net degree at the start of global routing: 9
  – Total global-route track usage: 0.0179
  – Number of global-route vias before repair: approximately 200
  – First-pass GRT wire length: a little under 900 microns
  – Initial antenna violation count: 0

Power and ir drop
  – Leak: about 0.13 nW
  – Pwr/cell area: 599 mW/mm^2
  – Peak supply drop: 0.100 mV

Min path
  – Worst hold path type: input port to async pin

Final timing
  – Slew @ Worst Pin: 0.273 ns
  – Final setup margin: 0.587 ns
  – Final hold vios: 0
  – Post-layout min period: between 1.5 and 2 ns
  – Setup TNS: 0 ns
  – Maximum achievable frequency: between 0.5 and 0.6 GHz
  – Unrepaired setup endpoints after global routing: false
  – Max-slew violation count: 0
  – Tcrit/Tclk final: 0.745
  – Worst clock skew: roughly 0.0084 ns
  – Slew headroom: 0.817
  – Setup Viol. Count Final: 0
metrics by stage:
step                cells  cell area (sq um)  hold slack (ns)  power, mW
floorplan              22                220            0.164      0.107
global placement       75                347            0.525      0.132
detailed placement     75                347            0.521      0.132
CTS                    79                373            0.416      0.230
global route           79                373            0.419      0.242
finish                 79                373            0.424      0.223
layout make-up:
cell class,instances,area [sq um],area share
clock buffers,4,26.3,0.0705
inverters,2,7.51,0.0201
multi-input cells,15,97.6,0.262
flip-flops and latches,4,104,0.279
well taps,46,57.6,0.154
repair buffers,8,80.1,0.215
layout by cell type (no fill, tap or decap), drive strengths merged:
master	Yosys	routed
nor2	3	3
clkdlybuf4s50	0	8
a311o	1	1
dfstp	3	3
inv	2	2
dfrtp	1	1
ha	1	1
o21ai	2	2
nor4b	1	1
mux2	1	1
clkbuf	0	4
a21oi	3	3
nand3	3	3
cells by family (layout without fill, tap and decap cells):
kind of cell               Yosys count  in the layout
buffers and inverters                3             14
AOI/OAI and AO/OA                    6              6
and+or+nand+nor                      7              7
adders and majority gates            1              1
DFF                                  4              4
muxes                                1              1
worst paths after layout:
kind                                             start                endpoint  cells after the start
worst min register to register  count_s[1]$_DFFE_PN1P_  count_s[1]$_DFFE_PN1P_                      2
worst max register to register  count_s[1]$_DFFE_PN1P_  count_s[3]$_DFFE_PN1P_                      3
min in group clk0               count_s[1]$_DFFE_PN1P_  count_s[1]$_DFFE_PN1P_                      2
max in group asynchronous                     resetb_i  count_s[3]$_DFFE_PN1P_                      1
worst max-delay path            count_s[1]$_DFFE_PN1P_            counter_o[1]                      1
worst min-delay path                          resetb_i  count_s[0]$_DFFE_PN0P_                      1
report_power, final:
part           switching [mW]  leakage (nW)  total (mW)  internal (mW)
Sequential            0.00735        0.0448      0.0893         0.0820
Combinational          0.0138        0.0736      0.0413         0.0275
Clock                  0.0277        0.0150      0.0927         0.0650
per-layer routing:
metal	vias up	part of all wire	global-route usage
met4	0	0	0.00704
met5	-	0	0
met2	9	0.24	0.0177
li1	99	-	-
met1	77	0.55	0.0227
met3	0	0.21	0.0193
Power is estimated from default activity; no workload was simulated.
