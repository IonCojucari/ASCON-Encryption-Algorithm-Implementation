==> design/flow/design.v <==
`timescale 1ns / 1ps
module counter_block (
    input logic clock_i,
    input logic resetb_i,
    input logic enable_i,
    input logic init_i,
    output logic [3:0] counter_o
);
    logic [3:0] count_s;
    logic delay = 0;  
    always_ff @(posedge clock_i or negedge resetb_i) begin
        if (resetb_i == 1'b0) begin
            count_s <= 0;
        end
        else begin
                delay <= delay -1;
                if (init_i == 1'b1) begin
                    count_s <= 0;
                end
                else if (enable_i == 1'b1 && delay == 0) begin
                    count_s <= count_s + 1;
                    delay = 2;
                end
            end
        end
    assign counter_o = count_s;
endmodule : counter_block
==> design/flow/run.sh <==
#!/bin/bash
# OpenROAD 26Q1-2900-gdf79404cd8, Yosys 0.63+post, stock flow scripts
make -C /OpenROAD-flow-scripts/flow DESIGN_CONFIG=/design/flow/config.mk WORK_HOME=/design/flow/orfs finish
==> design/flow/config.mk <==
export PLATFORM = sky130hd
export DESIGN_NAME = counter_block
export DESIGN_NICKNAME = counter_block
export VERILOG_FILES = /design/flow/design.v
export SDC_FILE = /design/flow/constraint.sdc
export NUM_CORES = 4
export LEC_CHECK = 1
export CORE_AREA = 10 10 70 70
export DIE_AREA = 0 0 80 80
==> design/flow/constraint.sdc <==
current_design counter_block

set clk_period 1.2
set clk_io_pct 0.2

create_clock -name clk0 -period $clk_period [get_ports {clock_i}]

set non_clock_inputs [all_inputs -no_clocks]
set_input_delay [expr $clk_period * $clk_io_pct] -clock clk0 $non_clock_inputs
set_output_delay [expr $clk_period * $clk_io_pct] -clock clk0 [all_outputs]
==> Changelog: implementation <==
### Metrics

- Antenna Cells: 0
- Mapped Cells: 16
- Fin crit period: 1.11 ns
- Mean Syn Cell Area: 12.0 µm²
- DP HPWL: 426 µm
- Fillcell total: 396
- CORE AREA: around 3400 µm²
- Max FFs per register: 4
- Routed met1 length: ~220 µm
- Chip area in the Yosys report: 193 µm²
- Buf/Inv on CP: 1
- R2R cell count: 4
- Top reg by flops: count_s
- Max frequency: approximately 900 MHz
- Worst IR Drop VDD: 0.000184 V
- Top cells by area: dfrtp_1 (52%), mux2_4 (7.8%), ha_1 (6.5%)
- CP max FO: 4
- R2r startpoint: count_s[0]
- CP Capture Type: primary output
- Max cap viols: 0
- Clock H-tree levels: 1
- Outcome: finished clean
- Port Buffers: 7
- RR Endpoint: count_s[2]
- R2r setup slk: around 0.1 ns
- Relative slew slack: about 87%
- RSZ-0062 raised after global routing: false
- DR WL/cell: around 7.6 µm
- Crit-path cells: dlygate4sd2_1
- Pint: 292 µW
- Clock Sinks: 4
- Max clock buf depth: 2
- Layout cell share with drive strength beyond 1: 32.3%
- RD Place Congestion: 0.662
- Util after Layout: about 11%
- Final hold slack: about 0.21 ns
- Setup Skew: 0.00262 ns
- Clk latency late pin: between 0.2 and 0.25 ns
- Crit path DRT: between 0.9 and 1 ns
- Max Used Layer: met3
- P per Cell Area: 1000 nW/µm²
- Final hold vios: 0
- Sequential Power Share: 38.9%
- Setup_tns: 0 ns
- Met3 wire len: 93 µm
- Synth Register Bits: 4
- Synth area leader: dfrtp_1
- Family with the most delay on the worst path: flip-flops
- Largest net degree at the start of global routing: 5
- First-pass GRT wire length: 862 µm
- Overall Global Routing Usage: 1.78%
- Period utilization: 92.5%
- Initial antenna violation count: 0
- HP Class: primary input to asynchronous set/reset pin
- Post-route DRC: 0
- DP Worst Slack: -0.0963 ns
- Worst Tran Pin Value: 0.190 ns
- Crit path from: count_s[2]
- Chip Width: about 80 µm
- CP arrival: 0.87 ns
- Initial Util: 5.64%
- Clock Pin Slew Worst Setup and Hold Paths: 0.04 ns
- Synth Seq Share: 51.9%
- Gate Area: between 90 and 100 µm²
- Top cell area share: 51.9%
- Initial DRC count: 4
- Setup Viol. Count Final: 0
- CP Launch Type: flip-flop
- Area grow syn2layout: 94.8%
- Pwr Total: 376 µW
- Die H: 80 µm
- Vias: 180
- Critical path class: flip-flop to primary output
- Regs by FF count: count_s x4
- Routed vias/inst: 2.34
- Drt total wl: 582 µm
- Flop area: about 100 µm²
- Clock network power share: 44.9%
- CTS tree: yes
- FP Rows: 21
- Cell Area, Synth: 193 µm²
- Antenna-violating nets left: 0
- Boundary Pins: 8
- Yosys Warn Count: 1
- Netlist cell types: 11
- Worst path slowest cell: dfrtp_1
- GRT overflow: 0
- Leak: 0.000177 µW
- Tool warnings: 25
- Power share of the combinational group: 16.2%
- Max-slew violations: 0
- Psw: 83.8 µW
- Sw frac: between 20% and 30%
- First drt pass iteration count: 2
- CTS buffer count: 3
- Die area: 6400 µm²
- Met2 wire length: 271 µm
- Worst Setup Slack, final: 0.0896 ns
- Slowest stage delay, CP: 0.39 ns
- Number of global-route vias before repair: 214
- Root buffer cell: clkbuf_4
- Number of cells in Yosys stat: 16
[per-stage QoR]
step           cell area, µm²  std cells
4_1_cts                   375         77
2_1_floorplan             193         16
5_1_grt                   375         77
6_report                  375         77
3_5_place_dp              335         71
3_3_place_gp              335         71
[cell usage in the layout, fill, tap and decap left out, types with 3 or more instances in the layout]
cell type	Yosys	routed
dlygate4sd2_1	0	4
buf_4	0	5
nor2_1	3	3
dfrtp_1	4	4
clkdlybuf4s50_1	0	3
clkbuf_4	0	3
[layer usage]
layer	up-vias	global-route usage [%]
li1	87	-
met4	0	0.528
met3	0	1.93
met2	7	3.05
met5	-	0
met1	86	1.27
[what timing repair did]
| item | in CTS | in global routing |
|---|---|---|
| endpoints found under the setup margin | 4 | 0 |
| hold buffers | 0 | 0 |
| resized | 4 | 0 |
| buffers inserted | 3 | 0 |
[power by group through the flow]
stage,Sequential [µW],Combinational [µW],Clock [µW]
final,146,60.8,169
after global routing,147,67.5,178
after CTS,146,60.8,175
[layout make-up]
class | instances | share of cell area (%)
clock buffer | 3 | 6.00
multi-input combinational | 12 | 24.7
sequential | 4 | 26.7
tap | 46 | 15.3
timing repair buffer | 12 | 27.3
[worst max-delay path by stage]
stage	cells past startpoint	slack (ns)	end
after global routing	4	0.02	count_s[2]
after CTS	1	0.09	counter_o[2]
final	1	0.09	counter_o[2]
[cell usage after synthesis]
library cell / number
a21oi_1: 1
nor2b_1: 1
mux2_4: 1
nand3b_1: 1
a21bo_2: 1
ha_1: 1
dfrtp_1: 4
nand4_1: 1
mux2i_1: 1
nor2_1: 3
xnor2_1: 1
[cell families after synthesis]
kind of cell	share of synthesized area (%)
and+or+nand+nor	16.2
AOI/OAI and AO/OA	7.79
DFF	52.0
xor gates and xnor gates	4.55
muxes	13.0
adders and majority gates	6.49
Power figures rest on the tool's default switching activity, not on a simulated workload.
